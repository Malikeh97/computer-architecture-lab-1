`flow/design.v`:
```
module DataMemory(
  input clk,
  input MEM_R_EN_in,
  input MEM_W_EN_in,
  input[31:0] mapped_addr,
  input[31:0] ST_val,
  output[31:0] Mem_read_value
);
reg [31:0] mem[0:63];
assign Mem_read_value = MEM_R_EN_in ? mem[mapped_addr[31:2]] : 32'bx;
always @(posedge clk) begin
  if(MEM_W_EN_in) begin
    mem[mapped_addr[31:2]] <= ST_val;
  end
end
endmodule
```
`flow/run.sh`:
```
#!/bin/bash
# OpenROAD 26Q1-2900-gdf79404cd8, Yosys 0.63+post, stock flow scripts
make -C /OpenROAD-flow-scripts/flow DESIGN_CONFIG=/design/flow/config.mk WORK_HOME=/design/flow/orfs finish
```
`flow/config.mk`:
```
export PLATFORM = sky130hd
export DESIGN_NAME = DataMemory
export DESIGN_NICKNAME = DataMemory
export VERILOG_FILES = /design/flow/design.v
export SDC_FILE = /design/flow/constraint.sdc
export NUM_CORES = 4
export LEC_CHECK = 1
export CORE_UTILIZATION = 30
```
`flow/constraint.sdc`:
```
current_design DataMemory

set clk_period 53.6
set clk_io_pct 0.2

create_clock -name clk0 -period $clk_period [get_ports {clk}]

set non_clock_inputs [all_inputs -no_clocks]
set_input_delay [expr $clk_period * $clk_io_pct] -clock clk0 $non_clock_inputs
set_output_delay [expr $clk_period * $clk_io_pct] -clock clk0 [all_outputs]
```
==> Implementation_results.wiki <==
== Metrics ==
{| class="wikitable"
! Metric !! Value
|-
| Shortest period the worst path allows || 27.14 ns
|-
| Worst Path Arrival || 16.42 ns
|-
| Met1 Resource Use GR || 0.195
|-
| CTS Sinks || 2048
|-
| Status || finished clean
|-
| Total of warnings raised by yosys || 1
|-
| Number of routed nets with antenna violations || 0
|-
| Post-CTS Setup Inserts || 0
|-
| RSZ-0062 raised after global routing || no
|-
| Yosys-reported design area after synthesis || 78300 um^2
|-
| Placer Congestion || 0.858
|-
| Number of max-capacitance violations reported || 0
|-
| Global-route wire length before repair || 302 mm
|-
| Clock tree from TritonCTS || yes
|-
| Maximum clock rate || 36.8 MHz
|-
| Number of cells in Yosys stat || 4207
|-
| Part of the power in the clock network || 0.392
|-
| TritonCTS Buffers || 189
|-
| HPWL after DPL || 116 mm
|-
| Count of flip-flops with a built-in enable after synthesis || 2048
|-
| Combinational share of power || 0.054
|-
| Endpoint required time on the critical path || 42.88 ns
|-
| Chip footprint || 263000 um^2
|-
| Most used DFF post-synth || edfxtp_1
|-
| Largest net degree at the start of global routing || 71
|-
| Top cell family by delay on the critical path || buffers and inverters
|-
| Core ar. || 259000 um^2
|-
| Clock root cell || clkbuf_16
|-
| Flop and latch count out of synthesis || 2048
|-
| Clock-pin transition on the worst setup and hold timing paths || 0.06 ns
|-
| Critical path's largest stage delay || 0.71 ns
|-
| Number of port buffers || 71
|-
| Cell chain of the critical path || buf_8 > buf_4 > buf_4 > buf_4 > buf_4 > and3b_1 > buf_4 > a22oi_1 > a31oi_1 > a2111oi_0 > buf_4 > nand3_1 > clkdlybuf4s50_1
|-
| Growth of design area from synthesis to finish || 14.4%
|-
| MI comb area || 16000 um^2
|-
| Combined flip-flop and latch cell area || 61500 um^2
|-
| Number of vias after detailed routing || 41600
|-
| Share of flip-flops with an asynchronous set or reset after synthesis || 0
|-
| Kind of start point of the critical path || input pin
|-
| Fraction of layout instances using a drive strength above 1 || 0.177
|-
| Met3 Use GR || 0.121
|-
| Effective utilization at floorplan || 0.302
|-
| Setup TNS Final || 0 ns
|-
| Cell taking the most area after synthesis || edfxtp_1
|-
| Max reg flops || 2048
|-
| Final count of hold timing violations || 0
|-
| DIE HEIGHT || 513 um
|-
| Log Warnings || 53
|-
| Placement Rows || 187
|-
| Leak || 28.0 nW
|-
| Power density over the cells || 35.8 nW/um^2
|-
| Number of antenna violations at the first check in global routing || 10
|-
| Switching share of total power || 0.213
|-
| Final instance count without filler cells || 7915
|-
| Overall power of the completed layout || 3.21 mW
|-
| Crit. End Element || primary output
|-
| Number of inserted filler cells in the final layout || 23700
|-
| Startpoint of the tightest hold check path || ST_val[25]
|-
| Endpoint with the worst hold slack || mem[20][25]
|-
| Synth Instances || 4207
|-
| Resize count post-CTS || 0
|-
| P_sw || 0.683 mW
|-
| WL per Instance || 26.3 um
|-
| Vias per Instance || 5.26
|-
| Master of the slowest instance on the critical path || buf_4
|-
| Slew at the pin with the worst max-slew slack || 0.956 ns
|-
| Remaining DRCs || 0
|-
| Final clock period utilization by the worst path || 0.506
|-
| Seq/Total Area, Yosys || 0.786
|-
| Max Slew Vio Count || 0
|-
| Largest driver fanout on the critical path || 57
|-
| Maximum vdd drop || 29.4 uV
|-
| Number of DRC markers after the initial detailed-route iteration || 2838
|-
| Routed wire length || 208 mm
|-
| Ports || 99
|-
| Path category of the worst min-delay check || in2reg
|-
| Hold buffer count at CTS || 0
|-
| H-tree Lvls || 4
|-
| Worst slew margin relative to its limit || 0.360
|-
| Post-Synthesis Mean Instance Area || 18.6 um^2
|-
| Max Buffers Root-to-Sink || 3
|-
| Top cells by area || edfxtp_1, mux2i_1, mux4_2
|-
| Internal Power || 2.52 mW
|-
| DP Cell Count || 7577
|-
| Post-synthesis instance area || 78300 um^2
|-
| Top area contributor share || 0.786
|-
| DR pass1 iterations || 5
|-
| Library cell appearing most often on the critical path || buf_4
|-
| Vias in the first global route || 43800
|-
| Overall overflow remaining after global route || 0
|-
| Global-route layer with the greatest usage || met2
|-
| Global-route usage over all layers || 0.168
|-
| Hold-critical path depth || 1
|-
| Portion of total power attributed to sequential cells || 0.554
|-
| Number of different library cells in the post-synthesis netlist || 55
|-
| Critical path class || in2out
|-
| # setup viols final || 0
|-
| Buf/Inv on CP || 8
|-
| Met2 track demand over resource in global routing || 0.252
|-
| Floorplan die width || 513 um
|}
## cell families after synthesis
family | synth area share
buffers and inverters | 0.0170
muxes | 0.0819
and+or+nand+nor | 0.0283
AOI/OAI and AO/OA | 0.0873
DFF | 0.786
## worst max path at each step
stage	slack, ns	to	cells after the start	from
finish	26.46	Mem_read_value[10]	13	mapped_addr[2]
global route	26.12	Mem_read_value[10]	13	mapped_addr[2]
CTS	26.37	Mem_read_value[10]	13	mapped_addr[2]
## cell usage after synthesis, drive strengths merged, types with 66 or more instances
cell type / count
and3: 85
mux4: 96
nor2: 145
mux2i: 259
a22oi: 188
o21ai: 85
a22o: 66
clkbuf: 169
buf: 129
a221oi: 175
o22a: 70
o22ai: 93
edfxtp: 2048
a21oi: 121
mux2: 147
## power by group through the flow
| stage | sequential (mW) | clock, mW | combinational [mW] |
|---|---|---|---|
| finish | 1.78 | 1.26 | 0.175 |
| global route | 1.78 | 1.34 | 0.188 |
| CTS | 1.78 | 1.28 | 0.177 |
## routing by layer
metal  share of wire  vias up  wire length (um)
met1            0.34    20700             70900
met3            0.16      339             33500
li1                -    17900                 -
met5          0.0035        -               732
met2            0.46     2644             96700
met4           0.031       20              6370
## cell type report
cell class                      instances  share of cell area
Antenna cell                            2           0.0000559
Clock buffer                          258              0.0571
Timing Repair Buffer                  266              0.0228
Clock inverter                         78             0.00614
Inverter                                2            0.000168
Multi-Input combinational cell       1859               0.179
Sequential cell                      2048               0.687
Tap cell                             3402              0.0475
## cells in the final DEF (no fill, tap or decap), types with 43 or more instances in the layout
| cell type | n |
|---|---|
| and3_1 | 85 |
| a22o_1 | 66 |
| nand3_1 | 53 |
| mux2_2 | 147 |
| a22oi_1 | 188 |
| a221oi_1 | 175 |
| edfxtp_1 | 2048 |
| clkbuf_1 | 63 |
| nor2_1 | 77 |
| o21ai_0 | 84 |
| o22a_1 | 70 |
| mux4_2 | 96 |
| nor2_4 | 67 |
| a31oi_1 | 43 |
| a21oi_1 | 121 |
| mux2i_1 | 259 |
| o22ai_1 | 93 |
| clkbuf_16 | 195 |
| buf_4 | 194 |
## metrics by stage
step | utilization | hold WS [ns] | setup WS (ns) | area [um^2]
after floorplan | - | 10.82 | 30.05 | 78300
after global placement | 0.323 | 11.12 | 26.37 | 83900
after detailed placement | 0.323 | 11.13 | 26.36 | 83900
after CTS | 0.345 | 10.24 | 26.37 | 89500
after global routing | 0.345 | 10.28 | 26.12 | 89500
final | 0.345 | 10.26 | 26.46 | 89500
Power and IR drop assume default switching activity.
